**design/flow/design.v**
```verilog
`timescale 1ns / 1ps
module register_set_32(
    input rst_n,   
    input clk,   
    input [4:0] waddr,   
    input [31:0] wdata,   
    input we,   
    input [4:0] raddr1,   
    output reg[31:0] rdata1,   
    input [4:0] raddr2,   
    output reg[31:0] rdata2   
    );
reg[31:0] mem_r[0:31];   
always @ (negedge clk or negedge rst_n) 
begin
    if(rst_n)   
       begin
            if((waddr != 5'b0) && (we))   
                mem_r[waddr] <= wdata;    
       end
end
always @(*)      
begin   
    if(~rst_n)   
        rdata1 <= 32'b0;
    else
        if(raddr1 == 5'b0)   
            rdata1 <= 32'b0;
        else
            if((raddr1 == waddr) && we)   
                rdata1 <= wdata;   
            else
                rdata1 <= mem_r[raddr1];
end
always @(*)
begin
    if(~rst_n)   
        rdata2 <= 32'b0;
    else
        if(raddr2 == 5'b0)   
            rdata2 <= 32'b0;
        else
            if((raddr2 == waddr) && we)   
                rdata2 <= wdata;   
            else
                rdata2 <= mem_r[raddr2];
end
endmodule
```
**design/flow/config.mk**
```make
export PLATFORM = sky130hd
export DESIGN_NAME = register_set_32
export DESIGN_NICKNAME = register_set_32
export VERILOG_FILES = /design/flow/design.v
export SDC_FILE = /design/flow/constraint.sdc
export NUM_CORES = 4
export LEC_CHECK = 1
export CORE_UTILIZATION = 50
```
**design/flow/run.sh**
```bash
#!/bin/bash
# OpenROAD 26Q1-2900-gdf79404cd8, Yosys 0.63+post, stock flow scripts
make -C /OpenROAD-flow-scripts/flow DESIGN_CONFIG=/design/flow/config.mk WORK_HOME=/design/flow/orfs finish
```
**design/flow/constraint.sdc**
```tcl
current_design register_set_32

set clk_period 6.6
set clk_io_pct 0.2

create_clock -name clk0 -period $clk_period [get_ports {clk}]

set non_clock_inputs [all_inputs -no_clocks]
set_input_delay [expr $clk_period * $clk_io_pct] -clock clk0 $non_clock_inputs
set_output_delay [expr $clk_period * $clk_io_pct] -clock clk0 [all_outputs]
```
==> impl_metrics.env <==
# flow metrics
export IMPL_status="finished with violations"
export IMPL_violations="capacitance limit, slew limit, setup timing"
export IMPL_met2_length_microns=100000
export IMPL_top_layer="met5"
export IMPL_chipArea_sq_um=90400
export IMPL_yosysSeqAreaShare_pct=66.8
export IMPL_ys_types=78
export IMPL_mi_logic_area_sq_um=17100
export IMPL_place_gp_congestion=1.12
export IMPL_avgSynthCellArea_sq_um=13.4
export IMPL_top_area_share_pct=66.8
export IMPL_largest_reg_flops=992
export IMPL_place_port_buffers=113
export IMPL_yosys_warnings=2
export IMPL_worstPathCellList="and3_4 -> a2111oi_4 -> buf_4 -> nand4_1 -> nor4_2 -> buf_4 -> o21ai_4 -> buf_2"
export IMPL_cts_sinks=992
export IMPL_worstMarginPinSlew_ns=1.65
export IMPL_peakVddDrop_uv=287
export IMPL_powerDensity_nw_per_um2=280
export IMPL_ys_chip_area_sq_um=44600
export IMPL_hp_start="wdata[30]"
export IMPL_fp_dieH_microns=301
export IMPL_required_ns=5.28
export IMPL_synth_edff_count=992
export IMPL_warnings=1021
export IMPL_totalWireLength_microns=268000
export IMPL_crit_top_cell="buf_4"
export IMPL_whs_path_depth=4
export IMPL_ys_cells=3324
export IMPL_cp_end_kind="primary output"
export IMPL_syn_inst=3324
export IMPL_die_w_microns=301
export IMPL_leakage_nw=25.8
export IMPL_ys_ff=992
export IMPL_dp_final_hpwl_microns=158000
export IMPL_critical_path_class="reg -> out"
export IMPL_drt_pre_antenna_iters=12
export IMPL_top_regs="mem_r: 992 flops"
export IMPL_setup_viol=64
export IMPL_startpoint="mem_r[12][3]$_DFFE_NP_"
export IMPL_regMostFlops="mem_r"
export IMPL_slew_violations=6
export IMPL_worst_slack_ns=-0.601
export IMPL_cp_start_kind="flip-flop"
export IMPL_async_flop_share_pct=0
export IMPL_slowest_stage="edfxtp_1"
export IMPL_grt_pass1_vias=49000
export IMPL_top_cell="edfxtp_1"
export IMPL_drive_above_1_share_pct=27.0
export IMPL_arrival_ns=5.88
export IMPL_io_pin_count=114
export IMPL_clockBufferDepth=3
export IMPL_seq_area_sq_um=29800
export IMPL_worst_path_max_fanout=2
export IMPL_grt_use_total_pct=65.5
export IMPL_grt_max_degree=34
export IMPL_core_area_sq_um=88400
export IMPL_final_hold_viol_count=0
export IMPL_place_area_sq_um=51800
export IMPL_cts_root_buf="clkbuf_16"
export IMPL_fp_util_pct=50.5
export IMPL_tns_ns=-21.24
export IMPL_rows=109
export IMPL_rsz0062_at_grt="yes"
export IMPL_cpPeakStageDelay_ns=0.37
export IMPL_htree_num_levels=3
export IMPL_common_cells="edfxtp_1 (992), a22oi_1 (588), and3_1 (343)"
export IMPL_cts_buffers=107
export IMPL_synthTopCellsByArea="edfxtp_1 (67%), a22oi_1 (9.9%), and3_1 (4.8%)"
export IMPL_syn2layout_area_growth_pct=40.3
export IMPL_vias=46600
export IMPL_viasPerCell=7.55
export IMPL_ys_flop_type="edfxtp_1"
export IMPL_drt_wirelength_per_cell_microns=43.5
export IMPL_fillers=5553
export IMPL_hold_class="in -> out"
export IMPL_dr_wl_met3_microns=61700
export IMPL_max_cap_viol_count=1
export IMPL_grt_overflow_total=0
export IMPL_post_route_drc_count=0
export IMPL_post_synth_top_area_cell="edfxtp_1"
export IMPL_relSlewSlack_pct=-10.2
export IMPL_path_clk_slew_ns=0.03
export IMPL_fin_area_sq_um=62600
export IMPL_cts_tree="built"
export IMPL_grt_pass1_wl_microns=361000
export IMPL_drt_iter0_markers=5987
export IMPL_antenna_found_initial=20
export IMPL_wl_met1_microns=74700
export IMPL_synth_area_sq_um=44600
export IMPL_detail_route_antenna_nets=0
[where the power goes]
| group | internal [mW] | switching [mW] | total, mW |
|---|---|---|---|
| clock network | 4.74 | 4.38 | 9.12 |
| logic | 0.415 | 0.908 | 1.32 |
| registers | 7.03 | 0.0247 | 7.05 |
[final timing paths]
path | to
setup / recovery | rdata2[3]
hold / removal | rdata2[30]
[layout by cell type, fill, tap and decap left out, types with 10 or more instances in the layout]
cell and n:
buf_4 489, a2111oi_4 69, o21ai_0 70, a221oi_1 13
nand4_1 128, and3_4 74, a32oi_1 10, nor3_1 10
nor4_4 18, nand3_2 11, mux2i_1 11, diode_2 47
nor2_1 16, edfxtp_1 992, clkinvlp_2 28, a21oi_1 37
a22oi_2 15, inv_1 1015, nor4_2 44, o21ai_2 24
nand2_1 153, bufinv_16 24, a22oi_1 573, nand2b_1 14
clkbuf_16 108, nor2_4 89, nand3_1 96, clkdlybuf4s50_1 39
and3_1 270, a2111oi_2 32, buf_12 104, o21ai_1 46
nand3b_1 22, buf_2 74, a221oi_2 24
[cell type report]
| type | count | share of cell area, % |
|---|---|---|
| Tap cell | 1165 | 2.33 |
| Sequential cell | 992 | 47.6 |
| Clock buffer | 108 | 4.32 |
| Antenna cell | 47 | 0.188 |
| Multi-Input combinational cell | 2056 | 27.2 |
| Clock inverter | 1084 | 7.79 |
| Timing Repair Buffer | 713 | 10.5 |
| Inverter | 3 | 0.0180 |
[layer usage]
layer | track usage, % | vias to the layer above
met5 | 39.6 | -
met4 | 48.7 | 116
met3 | 64.5 | 2114
met2 | 75.7 | 6237
met1 | 66.6 | 21100
li1 | - | 17000
[worst max-delay path: cells and delay by family, from the launching register on]
kind,cells,cell delay (ns)
and+or+nand+nor,3,0.63
buffers and inverters,3,0.45
DFF,1,0.37
AOI/OAI and AO/OA,2,0.39
[metrics by stage]
step                total power [mW]  cells  setup slack, ns  hold WS [ns]  utilization (%)
CTS                             17.4   6099           -0.589          3.37             69.4
detailed placement              9.15   4855           -0.541          3.66             58.6
global placement                9.15   4855           -0.590          3.66             58.6
global route                    18.2   6138           -0.684          3.40             70.7
floorplan                       8.40   3324           -0.347          2.70                -
finish                          17.5   6168           -0.601          3.37             70.8
[kinds of logic (layout without fill, tap and decap cells)]
family,after synthesis,in the layout,synth area share [%]
compound gates,998,998,16.5
xor+xnor,10,10,0.196
buf+inv,276,1908,2.96
flops,992,992,66.8
mux,15,15,0.370
other cells,0,47,0
simple gates,1033,1033,13.2
[timing repair]
action	4_1_cts	5_1_grt
resized	578	131
hold buffers	0	0
setup buffers	67	22
endpoints found under the setup margin	64	64
cloned	0	0
pin swaps	274	126
Power figures rest on the tool's default switching activity, not on a simulated workload.
