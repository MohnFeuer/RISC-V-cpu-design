--- /design/flow/run.sh ---
#!/bin/bash
# OpenROAD 26Q1-2900-gdf79404cd8, Yosys 0.63+post, stock flow scripts
make -C /OpenROAD-flow-scripts/flow DESIGN_CONFIG=/design/flow/config.mk WORK_HOME=/design/flow/orfs finish
--- /design/flow/config.mk ---
export PLATFORM = sky130hd
export DESIGN_NAME = memory
export DESIGN_NICKNAME = memory
export VERILOG_FILES = /design/flow/design.v
export SDC_FILE = /design/flow/constraint.sdc
export NUM_CORES = 4
export LEC_CHECK = 1
export CORE_UTILIZATION = 40
export SYNTH_MEMORY_MAX_BITS = 65536
--- /design/flow/constraint.sdc ---
current_design memory

set clk_period 84.0
set clk_io_pct 0.2

create_clock -name clk0 -period $clk_period [get_ports {clk}]

set non_clock_inputs [all_inputs -no_clocks]
set_input_delay [expr $clk_period * $clk_io_pct] -clock clk0 $non_clock_inputs
set_output_delay [expr $clk_period * $clk_io_pct] -clock clk0 [all_outputs]
--- /design/flow/design.v ---
`timescale 1ns / 1ps
module memory(
    input we,   
    input [7:0]address,   
    input [31:0]dataIn,
    input clk,       
    output reg[31:0]dataOut
    );
reg[31:0] mem[0:255];   
always @ (negedge clk)
begin
    if(we)
        mem[address] = dataIn;
end
always @ (*)
begin
    if(mem[address])
        dataOut = mem[address];
end
endmodule
==> run notes <==
run results: post-CTS resize count=0, dpl cell area=328300 um2, largest net degree at the start of global routing=111, Post-synth regs=8224, via count=171304, power per cell area=26.61 nW/um2, non-filler cells in the finished layout=33162, clock transition at the register clock pins on the worst setup and hold paths after CTS=0.05 ns, Post-DP HPWL=506500 um, standard-cell row count=322, transition at the pin with the smallest max-transition slack=1.217 ns, most repeated cell in the gate-level netlist after synthesis=edfxtp_1, Worst EP required=42.75 ns, count of pins over their slew limit=0, area of the core region=769100 um2, total instance count after detailed placement=23382, Final Hold Viols=0, count of pins on the block boundary=74, number of buffers between clock root and the deepest sink=4, effective utilization at floorplan=0.4016, RSZ-0062 raised after global routing=no, critical path data arrival time=20.87 ns, Dominant cell area share=0.7964, count of library flops with an enable pin=8192, floorplan die area=775700 um2, final count of negative-setup-slack endpoints=0, TritonRoute pass-1 iters=6, pre-CTS setup slack=20.92 ns, starting DRC count in detailed routing=11348, Max H-tree Level=6, wire length of the first global-routing pass=1257000 um, sum of negative setup slack=0 ns, number of global-route vias before repair=201996, Die Span X=880.7 um, static power due to leakage=153.1 nW, kind of critical path=in2reg, CTS Hold Bufs=0, ranking of synthesized cells by area=edfxtp_1 (80%), mux4_2 (15%), a22oi_1 (2.5%), a21oi_1 (0.83%), clkbuf_1 (0.60%), Inserted Clock Buffers=852, Setup crit end kind=register, mean number of vias per cell=5.166, CP max FO=110, number of register pins that no clock reaches=32, HP Class=in2reg, design area=388300 um2, Die H=880.7 um, CTS tree=built, Total Power Consumption=10.33 mW, fill cell instance count of the final layout=59311, Setup crit start kind=input pin, max-cap viol count=0, Post-Synthesis Cells=13099, commonest register cell after synthesis=edfxtp_1, number of distinct library cells after synthesis=24, Post-Synthesis Cell Area=308900 um2, commonest cells in the netlist=edfxtp_1 (8192), mux4_2 (2048), a22oi_1 (1024), yosys cell count=13099, Total Routed Length=877900 um, area leader, netlist=edfxtp_1, setup repair bufs after CTS=0, Worst VDD drop=23.61 uV, Post-DRT Antenna Nets=0, Slew Limit Headroom=0.1795, Mean Syn Cell Area=23.58 um2, Yosys warnings=1, final worst-path setup slack=21.88 ns, status=finished, final reports clean, area growth from synthesis to layout=25.72%, asr flop ratio synth=0, remaining global-route overflow=0, DRC violation count after routing=0, Routed wire per std cell=26.47 um, antenna violations before repair=19, number of warning messages in the logs=1042, yosys synthesis chip area=308900 um2, clock root buffer master=clkbuf_16, routability-driven placement congestion ratio=0.9372, IO buf count=73, aggregate global-route resource usage=0.2516, fraction of final layout cells sized beyond drive strength 1=0.2004, number of unconstrained endpoints=64
## per-layer routing
metal  track usage  wire [um]
met5       0.04393       4962
met4        0.1194      35480
met3        0.2618     182700
met2        0.3275     394600
met1        0.2511     260200
## critical path, cell delays in order
cell     delay (ns)
buf_16         0.48
buf_4          0.54
nor2b_1        0.84
nand3_4        0.61
buf_4          0.50
nor2_4         0.52
buf_4          0.44
## flip-flops by register name, indices dropped and copies added (netlist names)
| name | count |
|---|---|
| mem | 8192 |
| dataOut | 32 |
## final timing paths
kind	from	endpoint	slack, ns	cells after the start
worst max-delay path	address[1]	mem[10][1]$_DFFE_NP_	21.88	7
worst min-delay path	dataIn[29]	mem[74][29]$_DFFE_NP_	58.08	1
## cells by family (layout without fill, tap and decap cells)
family	count (synthesis)	in the layout	synth area share
AOI/OAI and AO/OA	1664	1664	0.03681
latches	32	32	0.001556
buffers and inverters	798	10628	0.01074
other	0	27	0
DFF	8192	8192	0.7964
muxes	2048	2048	0.1493
and+or+nand+nor	365	365	0.005112
## placed cells by master, fill, tap and decap left out, types with 27 or more instances in the layout
| master | netlist | layout |
|---|---|---|
| inv_1 | 2 | 8421 |
| edfxtp_1 | 8192 | 8192 |
| mux4_2 | 2048 | 2048 |
| a22oi_1 | 1024 | 1024 |
| clkbuf_16 | 0 | 857 |
| buf_4 | 19 | 790 |
| a21oi_1 | 512 | 512 |
| nor2_4 | 0 | 228 |
| clkinvlp_2 | 0 | 220 |
| bufinv_16 | 0 | 145 |
| o41ai_2 | 0 | 68 |
| inv_4 | 0 | 46 |
| o41ai_1 | 128 | 45 |
| clkdlybuf4s50_1 | 0 | 39 |
| nand4_1 | 34 | 34 |
| dlxtp_1 | 32 | 32 |
| buf_8 | 0 | 32 |
| nor3_2 | 0 | 30 |
| diode_2 | 0 | 27 |
## through the flow
stage / hold slack [ns] / utilization
global route: 58.06 / 0.5048
global placement: 59.18 / 0.4268
CTS: 58.03 / 0.5048
floorplan: 58.90 / -
finish: 58.08 / 0.5049
detailed placement: 59.18 / 0.4268
## cell type report
cell class / count / area (um2) / area share
antenna: 27 / 67.56 / 0.0001740
clock buffer: 857 / 21450 / 0.05523
clock inverter: 8897 / 38530 / 0.09922
inverter: 1 / 3.754 / 0.000009666
multi-input combinational: 4077 / 61970 / 0.1596
sequential: 8224 / 246500 / 0.6347
tap: 10206 / 12770 / 0.03288
timing repair buffer: 873 / 7057 / 0.01817
## where the power goes
part | total, mW | internal (mW) | leakage [nW] | switching, mW
combinational | 0.424 | 0.133 | 21.1 | 0.291
sequential | 4.55 | 4.55 | 73.9 | 0.00258
clock | 5.36 | 2.82 | 58.2 | 2.54
total | 10.3 | 7.50 | 153 | 2.83
Power is estimated from default activity; no workload was simulated.
