`flow/constraint.sdc`:
```
current_design MUX

set clk_period 3.8
set clk_io_pct 0.2

create_clock -name clk0 -period $clk_period

set non_clock_inputs [all_inputs -no_clocks]
set_input_delay [expr $clk_period * $clk_io_pct] -clock clk0 $non_clock_inputs
set_output_delay [expr $clk_period * $clk_io_pct] -clock clk0 [all_outputs]
```
`flow/config.mk`:
```
export PLATFORM = sky130hd
export DESIGN_NAME = MUX
export DESIGN_NICKNAME = MUX
export VERILOG_FILES = /design/flow/design.v
export SDC_FILE = /design/flow/constraint.sdc
export NUM_CORES = 4
export LEC_CHECK = 1
export CORE_AREA = 10 10 102 102
export DIE_AREA = 0 0 112 112
```
`flow/run.sh`:
```
#!/bin/bash
# OpenROAD 26Q1-2900-gdf79404cd8, Yosys 0.63+post, stock flow scripts
make -C /OpenROAD-flow-scripts/flow DESIGN_CONFIG=/design/flow/config.mk WORK_HOME=/design/flow/orfs finish
```
`flow/design.v`:
```
`timescale 1ns / 1ps
module MUX(
    input [1:0] select,   
    input [31:0] in0,
    input [31:0] in1,
    input [31:0] in2,
    input [31:0] in3,
    output reg[31:0] out
    );
always @(*) begin
    if(select == 2'b00)
        out = in0;
    else
        if(select == 2'b01)
            out = 32'h00000001;
        else
            if(select == 2'b10)
                out = in2;
            else
                if(select == 2'b11)
                    out = in3;
end
endmodule
```
==> reports/metrics.json <==
{
  "setup.worst_path.start_class": "primary input",
  "gr-usage-all-layers_pct": 7.03,
  "synth-edff-count": 0,
  "first_pass_grt_wire_length_um": 7390,
  "io-pin-count": 162,
  "cts_hold_buf": 0,
  "chip_area_mm2": 0.0125,
  "critical_path.n_buffers_inverters": 3,
  "cp.arrival_ns": 2.89,
  "irDropWorstVdd_mv": 0.0535,
  "max-cap-violations": 0,
  "synth_top_cell_by_count": "dlxtn_1",
  "slowest_stage": "and2_4",
  "largest_reg_flops": 32,
  "pwr_density_cell_mw_per_mm2": 87.0,
  "dr.pass1.iters": 4,
  "fillers": 842,
  "fin_setup_tns_ns": 0,
  "synth.yosys.num_cells": 111,
  "critical_path.top_delay_family": "buffers and inverters",
  "die_y_um": 112,
  "first_global_vias": 1366,
  "cp_cell_sequence": "buf_2, buf_4, and2_4, o2bb2ai_1, dlxtn_1, clkdlybuf4s50_1",
  "synthDominantCellAreaShare_pct": 37.7,
  "hold_violations": 0,
  "register_pins_left_without_a_clock": 32,
  "count_of_antenna_violating_nets_left_after_detailed_routing": 0,
  "grt_max_degree": 34,
  "grt_overflow": 0,
  "floorplanUtilization_pct": 15.5,
  "yosys_register_bits": 32,
  "untimed_endpoints": 32,
  "power_leakage_uw": 0.00114,
  "asyncSetResetFlopFracSynth_pct": 0,
  "cts-resized-gates": 0,
  "run_status": "complete, no violations",
  "worstSetupPathType": "primary input to output port",
  "core-area_mm2": 0.00822,
  "post-cts-setup-buffer-count": 0,
  "synth.top_cells.by_count": "dlxtn_1, mux2i_1, o2bb2ai_1, o2bb2ai_2, buf_6",
  "max_freq_mhz": 274,
  "row_count": 33,
  "route.final.wire_length_um": 4770,
  "timing.critical_path.to_type": "output port",
  "synthDistinctLibCells": 12,
  "synth_area_mm2": 0.00127,
  "tightest_slew_ns": 0.578,
  "initialDrtViolationCount": 24,
  "die.size.x_um": 112,
  "timing.max_slew.rel_slack_pct": 61.5,
  "report.final.setup_viol": 0,
  "combGateArea_um2": 800,
  "drc": 0,
  "avgSynthCellArea_um2": 11.5,
  "flow.area_growth_from_synthesis_pct": 113,
  "via_count": 1333,
  "register_area_um2": 480,
  "synthesis.yosys.warnings": 1,
  "route.detailed.vias_per_inst": 3.64,
  "crit_path_max_fanout": 33,
  "post-synth-top-area-cell": "dlxtn_1",
  "log.warning_count": 64,
  "rsz0062_at_grt": "false",
  "gp_congestion": 0.739,
  "slowest_delay_ns": 0.54,
  "route.detailed.wl_per_inst_um": 13.0,
  "synth_top_flop_cell": "dlxtn_1",
  "fraction_of_final_layout_cells_sized_beyond_drive_strength_1_pct": 6.13,
  "worstPathRequired_ns": 3.04,
  "antenna_violations_before_repair": 0,
  "fin_crit_sh_pct": 95.9,
  "port_buffers": 130,
  "syn-instance-count": 111,
  "yosys.stat.chipArea_mm2": 0.00127,
  "period_needed_ns": 3.65,
  "synth.area.top_cells": "dlxtn_1, mux2i_1, o2bb2ai_1, o2bb2ai_2, buf_6",
  "report.final.slew_viol_count": 0,
  "antennaDiodeCount": 0
}
==> logic make-up (layout without fill, tap and decap cells) <==
| logic type | after synthesis | after routing | synth area share [%] |
|---|---|---|---|
| AND-OR/OR-AND | 32 | 32 | 27.4 |
| buffers and inverters | 13 | 132 | 8.73 |
| latches | 32 | 32 | 37.7 |
| multiplexers | 32 | 32 | 25.2 |
| other | 1 | 32 | 0.294 |
| AND/OR/NAND/NOR | 1 | 1 | 0.687 |
==> routing by layer <==
metal	up-vias	track usage (%)	routed length, um
met5	-	0	0
met4	0	0	0
met3	0	3.09	519
met2	65	12.6	2420
met1	582	7.98	1830
li1	686	-	-
==> layout by cell type, fill, tap and decap left out, types with 10 or more instances in the layout <==
master and n:
clkdlybuf4s50_1 128, dlxtn_1 32, conb_1 32, mux2i_1 31, o2bb2ai_1 21, o2bb2ai_2 10
==> report_power, final <==
part	total (uW)	switching [uW]	internal (uW)	leakage (uW)
Clock	0	0	0	0
Sequential	35.9	3.32	32.6	0.000255
Combinational	200	57.0	143	0.000883
Total	236	60.3	176	0.00114
==> through the flow <==
step                      cells  utilization, %  total power (uW)  instance area (um^2)  setup slack [ns]
after floorplan             142               -               106                  1390              1.36
after global placement      366            33.0               238                  2710            0.0341
after detailed placement    366            33.0               240                  2710            0.0349
after CTS                   366            33.0               241                  2710            0.0349
after global routing        366            33.1               256                  2720           0.00858
final                       366            33.1               236                  2720             0.155
==> worst max-delay path by stage <==
stage,startpoint,end,slack (ns),cells past startpoint
after CTS,select[0],out[4],0.03,5
after global routing,select[1],out[4],0.009,6
final,select[1],out[4],0.15,6
==> layout make-up <==
type / instances / share of cell area (%)
timing repair buffer: 131 / 47.9
inverter: 1 / 0.138
tap: 105 / 4.84
sequential: 32 / 17.7
multi-input combinational: 97 / 29.4
Power and IR drop assume default switching activity.
